==> flow/run.sh <==
#!/bin/bash
# OpenROAD 26Q1-2900-gdf79404cd8, Yosys 0.63+post, stock flow scripts
make -C /OpenROAD-flow-scripts/flow DESIGN_CONFIG=/design/flow/config.mk WORK_HOME=/design/flow/orfs finish
==> flow/config.mk <==
export PLATFORM = sky130hd
export DESIGN_NAME = FTDIController
export DESIGN_NICKNAME = FTDIController
export VERILOG_FILES = /design/flow/design.v
export SDC_FILE = /design/flow/constraint.sdc
export NUM_CORES = 4
export LEC_CHECK = 1
export CORE_AREA = 10 10 70 70
export DIE_AREA = 0 0 80 80
==> flow/constraint.sdc <==
current_design FTDIController

set clk_period 1.6
set clk_io_pct 0.2

create_clock -name clk0 -period $clk_period [get_ports {clk_pll}]

set non_clock_inputs [all_inputs -no_clocks]
set_input_delay [expr $clk_period * $clk_io_pct] -clock clk0 $non_clock_inputs
set_output_delay [expr $clk_period * $clk_io_pct] -clock clk0 [all_outputs]
==> flow/design.v <==
`timescale 1ns / 1ps
module FTDIController
	(
	input wire clk_pll,
	input wire reset_n,
	inout wire [7 : 0] FTDI_data,
	input wire FTDI_data_avilable,
	output reg FTDI_pop_data,
	input wire FTDI_empty_for_write,
	output reg FTDI_push_data,
	output wire [7 : 0] fifo_data_out,
	output reg fifo_push_data,
	input wire fifo_full,  
	input wire [7 : 0] fifo_data_in,
	input wire fifo_data_avilable,
	output reg fifo_pop_data	
    );
	reg tri_state_ctrl;
	assign FTDI_data = tri_state_ctrl ? fifo_data_in : 8'bzzzzzzzz;
	reg next_fifo_pop_data;
	assign fifo_data_out = FTDI_data;
	reg [2 : 0] state;
	reg [2 : 0] next_state;
	localparam IDLE = 0;
	localparam READ_PRE_WAIT = 1;
	localparam READ_POST_WAIT = 2;
	localparam READ_COMPLETE = 3;
	localparam WRITE_PRE_WAIT = 4;
	localparam WRITE_POST_WAIT = 5;
	reg [1 : 0] wait_cdt;  
	reg [1 : 0] next_wait_cdt;
	always @(posedge clk_pll)
	begin
		if(!reset_n)
		begin
			state <= IDLE;
			wait_cdt <= 0;
			fifo_pop_data <= 0;
		end
		else
		begin
			state <= next_state;
			wait_cdt <= next_wait_cdt;
			fifo_pop_data <= next_fifo_pop_data;
		end
	end
	always @(*)
	begin
		next_state = state;
		tri_state_ctrl = 0;
		FTDI_pop_data = 1;
		FTDI_push_data = 1;
		fifo_push_data = 0;
		next_fifo_pop_data = 0;
		next_wait_cdt = wait_cdt - 1;
		case (state)
			IDLE:
			begin
				if(FTDI_data_avilable == 0)
				begin
					FTDI_pop_data = 0;
					next_wait_cdt = 2;
					next_state = READ_PRE_WAIT;
				end
				else if(FTDI_empty_for_write == 0 && fifo_data_avilable)
				begin
					tri_state_ctrl = 1;
					next_wait_cdt = 1;
					next_state = WRITE_PRE_WAIT;
				end
			end
			READ_PRE_WAIT:
			begin
				FTDI_pop_data = 0;
				if(wait_cdt == 0)
				begin
					fifo_push_data = 1;
					next_wait_cdt = 1;
					next_state = READ_POST_WAIT;
				end
			end
			READ_POST_WAIT:
			begin
			FTDI_pop_data = 0;
				if(wait_cdt == 0)
				begin
					FTDI_pop_data = 1;
					next_wait_cdt = 1;
					next_state = READ_COMPLETE;
				end
			end
			READ_COMPLETE:
			begin
				if(wait_cdt == 0)
				begin
					next_state = IDLE;
				end
			end
			WRITE_PRE_WAIT:
			begin
				tri_state_ctrl = 1;
				if(wait_cdt == 0)
				begin
					FTDI_push_data = 0;
					next_fifo_pop_data = 1;
					next_wait_cdt = 2;
					next_state = WRITE_POST_WAIT;
				end
			end
			WRITE_POST_WAIT:
			begin
				FTDI_push_data = 0;
				if(wait_cdt == 0)
				begin
					FTDI_push_data = 1;
					next_state = IDLE;
				end
			end
		endcase
	end
endmodule
==> Changelog: implementation <==
### Metrics

* Outcome: complete, but fails checks
* Violated checks: negative setup slack
* Most numerous logic cells after layout: buf_4, a21oi_1, nand2_1, dfxtp_1, nor2_1
* Router iterations before antenna repair at 4
* Root buf cell: clkbuf_4
* Highest Clock Rate at 624 MHz
* PnR worst setup slack at -0.00216 ns
* TritonCTS clock tree: done
* MaxCap Viol Count at 0
* Synth-to-layout area growth at 39.2%
* Die ar. at approximately 6400 µm²
* Top-area cell share at 32.1%
* Total Routing Usage GR at under 10%
* CP Cell Sequence: inv_2 -> buf_4 -> buf_4 -> buf_4 -> buf_4 -> buf_4 -> ha_4 -> nor2b_1 -> o21ai_1 -> a21oi_1 -> a311oi_1
* Fin. Hold Viols at 0
* DR WL/cell at 9.62 µm
* Relative slew slack at 82.7%
* Clk_skew at approximately 0.0057 ns
* GRT overflow at 0
* Placeable Area at approximately 3400 µm²
* Synth Seq Share at between 30% and 40%
* Final worst-path cycle share at 100%
* Area leader, netlist: dfxtp_1
* CP max FO at 2
* CP startpoint kind: register
* Maximum root-to-sink buffer count at 2
* DRT iter0 DRCs at 12
* Cell area leaders: dfxtp_1, buf_4, ha_1
* GP Congestion at roughly 0.8
* CP peak stage delay at around 0.33 ns
* First-pass GRT wire length at about 2100 µm
* Avg Cell Area, Syn at 7.70 µm²
* Routed wire length at 1280 µm
* Hold Path Class: register to register
* Cell Type Count at 19
* # Cells Yosys at 73
* Share of cells above drive strength 1 at 37.9%
* Stage-log warning count at 30
* Crit. End Element: register
* Post-DP HPWL at between 800 and 900 µm
* Cell leakage power at 0.335 nW
* Ys flops at 9
* Total CTS buffers at 3
* Std cell rows at 21
* # IOs at 34
* Buf/Inv on CP at 6
* Yosys Warn Count at 2
* Antenna Diode Count at 0
* Synth Cell Area at about 560 µm²
* Largest net degree at the start of global routing at 9
* RSZ-0062 raised after global routing: yes
* Via density at 3.69
* Highest-count logic cell in the final layout: buf_4
* Worst hold slack at ~0.47 ns
* Post-detailed-route count of antenna-violating nets at 0
* Routed vias at 491
* Post-layout min period at 1.60 ns
* Floorplan Utilization at between 15 and 20%
* Slowest-stage cell, CP: dfxtp_2
* I/O Buffers at 8
* Tightest Pin Transition at roughly 0.26 ns
* Final setup violation count at 1
* Clock sink count at 9
* Setup tns final at -0.00216 ns
* Clock transition at the registers of the reported paths at around 0.060 ns
* Synthesis area per yosys at approximately 560 µm²
* Initial antenna violation count at 0
* VDD IR max at ~0.00054 V
* Die Wd at 80 µm
* Data required, critical path at ~1.7 ns
* PD cells at approximately 870 nW/µm²
* Insertion Delay late pin at between 0.2 and 0.3 ns
* Post-Synthesis Cells at 73
* # fillers at just under 400
* DRC viols at 0
* CP most frequent cell: buf_4
* H-tree depth at 1
* Worst Path Arrival at ~1.7 ns
* Vias in the first global route at about 480
* Hold Buf Count CTS at 0
* Die Span Y at ~80 µm
* Max Slew Vio Count at 0
* Worst setup path class: register to register
* Delay-heaviest family, CP: buffers and inverters
[synthesized netlist by cell type, drive strengths merged]
cell type and instances:
or3 1, or2b 1, and2 1, buf 16, ha 4, a21o 1
nand2b 1, inv 5, o21ai 4, a311oi 1, a21oi 8, a31oi 1
nand3 3, nand2 8, nor2b 1, dfxtp 9, nor3 2, nor2 6
[cell type report]
class | count | area (µm²) | area share, %
multi-input cells | 43 | 288 | 36.8
repair buffers | 26 | 209 | 26.7
inverters | 5 | 18.8 | 2.40
flip-flops and latches | 9 | 183 | 23.4
clock buffers | 4 | 26.3 | 3.36
well taps | 46 | 57.6 | 7.36
[worst min-delay path, stage by stage, from the launching register on]
cell	delay, ns
dfxtp_1	0.30
nand2_1	0.06
a21oi_1	0.06
[sequential cells by signal (all words and copies together), names as in the netlist]
name           count
fifo_pop_data      1
state              6
wait_cdt           2
[power by group]
group          leakage (nW)  switching [mW]  internal (mW)  total, mW
clock                0.0150          0.0776         0.0960      0.174
combinational         0.246           0.108          0.141      0.249
sequential           0.0744          0.0110          0.244      0.255
total                 0.335           0.196          0.481      0.677
[cell families (layout without fill, tap and decap cells)]
group                      Yosys count  count (layout)  synth area share (%)
AOI/OAI and AO/OA                   15              15                  14.7
adders and majority gates            4               4                  8.91
DFF                                  9               9                  32.1
and+or+nand+nor                     24              24                  19.6
buffers and inverters               21              35                  24.7
[routing by layer]
metal	vias up	part of all wire (%)	global-route usage [%]	routed length (µm)
met3	0	9.4	2.61	120
met1	223	46	4.64	590
met5	-	0	0	0
met4	0	0	0.704	0
li1	253	-	-	-
met2	15	44	6.02	568
[per-stage QoR]
| step | setup slack (ns) | instances | total power [mW] | instance area (µm²) | utilization [%] |
|---|---|---|---|---|---|
| CTS | 0.00643 | 133 | 0.684 | 781 | 22.9 |
| floorplan | 0.423 | 73 | 0.367 | 562 | - |
| global placement | -0.131 | 122 | 0.439 | 662 | 19.4 |
| global route | -0.0763 | 133 | 0.735 | 782 | 22.9 |
| finish | -0.00216 | 133 | 0.677 | 782 | 22.9 |
| detailed placement | -0.151 | 122 | 0.440 | 662 | 19.4 |
[path summary, 6_finish.rpt]
| path | startpoint | endpoint | slack, ns | cells past startpoint |
|---|---|---|---|---|
| min | state[5] | state[5] | 0.47 | 2 |
| max | wait_cdt[1] | wait_cdt[0] | -0.002 | 11 |
| max reg2reg | wait_cdt[1] | wait_cdt[0] | -0.002 | 11 |
| min reg2reg | state[5] | state[5] | 0.47 | 2 |
[what timing repair did]
action	in CTS	in global routing
setup buffers	9	1
pin swaps	5	2
gates resized	20	4
setup endpoints to repair	3	7
Power is estimated from default activity; no workload was simulated.
