==> ./design.v <==
`timescale 1ns / 1ps
module DataPacker (
	input wire clk_pll,
	input wire reset_n,
	input wire [7:0] FIFO_output_data,
	input wire FIFO_empty,
	output reg FIFO_pop_data,
	output wire [63:0] out,
	output reg output_valid
	);
	localparam IDLE = 0;
	localparam SAMPLE = 1;
	reg state;
	reg next_state;
	reg load_cmd;
	reg [7:0] next_data_to_load;
	reg [7:0] input_buffer [7:0];
	reg [2:0] input_buffer_write_address;
	reg [2:0] next_input_buffer_write_address;
	assign out[7:0] = input_buffer[0];
	assign out[15:8] = input_buffer[1];
	assign out[23:16] = input_buffer[2];
	assign out[31:24] = input_buffer[3];
	assign out[39:32] = input_buffer[4];
	assign out[47:40] = input_buffer[5];
	assign out[55:48] = input_buffer[6];
	assign out[63:56] = input_buffer[7];
	always @(posedge clk_pll)
	begin
		if(!reset_n)
		begin
			state <= IDLE;
			input_buffer_write_address <= 0;
		end
		else
		begin
			state <= next_state;
			input_buffer_write_address <= next_input_buffer_write_address;
			if(load_cmd)
			begin
				input_buffer[input_buffer_write_address] <= next_data_to_load;
			end
		end
	end
	always @(*)
	begin
		output_valid = 0;
		next_state = state;
		load_cmd = 0;
		next_data_to_load = 8'bxxxxxxxx;
		next_input_buffer_write_address = input_buffer_write_address;
		FIFO_pop_data = 0;
		case (state)
			IDLE:
			begin
				if(!FIFO_empty)
				begin
					next_state = SAMPLE;
					load_cmd = 1;
					next_data_to_load = FIFO_output_data;
				end
			end
			SAMPLE:
			begin
				FIFO_pop_data = 1;
				if(input_buffer_write_address == 7)
				begin
					next_input_buffer_write_address = 0;
					output_valid = 1;
				end
				else
				begin
					next_input_buffer_write_address = input_buffer_write_address + 1;
				end
				next_state = IDLE;
			end
		endcase
	end
endmodule
`timescale 1ns / 1ps
module DataUnpacker (
	input wire clk_pll,
	input wire reset_n,
	input wire [31:0] data,
	input wire data_valid,
	output reg [7:0] FIFO_input_data,
	output reg FIFO_push_data
	);
	reg [7:0] buffer [3:0];
	reg [1:0] address;
	reg we;
	always @(posedge clk_pll)
	begin
		if(!reset_n)
		begin
			FIFO_push_data <= 0;
			address <= 0;
			we <= 0;
		end
		else
		begin
			if(data_valid)
			begin
				buffer[0] <= data[7:0];
				buffer[1] <= data[15:8];
				buffer[2] <= data[23:16];
				buffer[3] <= data[31:24];
				we <= 1;
			end
			if(we)
			begin
				FIFO_input_data <= buffer[address];
				FIFO_push_data <= 1;
				if(address == 3)
				begin
					address <= 0;
					we <= 0;
				end
				else
				begin
					address <= address + 1;
				end
			end
			else
			begin
				FIFO_push_data <= 0;
			end
		end
	end
endmodule
`timescale 1ns / 1ps
module FPExpAdder(
	input wire [7 : 0] in,
	input wire [7 : 0] change,
	output reg [7 : 0] out
    );
	reg [8 : 0] res;
	always @(*)
	begin
		res = in + change;
		out = res[7:0];
		if(in[7] == 1'b0 && change[7] == 1'b0)
		begin
			if(res[7]) 
			begin
				out = 127;
			end
		end
		else if(in[7] == 1'b1 && change[7] == 1'b1)
		begin
			if(!res[7]) 
			begin
				out = -128;
			end
		end
	end
endmodule
`timescale 1ns / 1ps
module FloatingPointMultiplier( 
	input wire [26 : 0] in_1,
	input wire [26 : 0] in_2,
	input wire clk_pll,
	output wire [26 : 0] out
    );
	wire in_1_sign;
	wire [7 : 0] in_1_exp;
	wire [17 : 0] in_1_fraction;
	wire in_2_sign;
	wire [7 : 0] in_2_exp;
	wire [17 : 0] in_2_fraction;
	reg out_sign;
	reg [7 : 0] out_exp;
	reg [17 : 0] out_fraction;
	assign in_1_sign = in_1[26];
	assign in_1_exp = in_1[25 : 18];
	assign in_1_fraction = in_1[17 : 0];
	assign in_2_sign = in_2[26];
	assign in_2_exp = in_2[25 : 18];
	assign in_2_fraction = in_2[17 : 0];
	assign out[26] = out_sign;
	assign out[25 : 18] = out_exp;
	assign out[17 : 0] = out_fraction;
	reg [7 : 0] fp_exp_adder_in;
	reg [7 : 0] fp_exp_adder_change;
	wire [7 : 0] fp_exp_adder_out;
	FPExpAdder fp_exp_adder (
		.in(fp_exp_adder_in),
		.change(fp_exp_adder_change),
		.out(fp_exp_adder_out)
	);
	reg pipe_sign;
	reg [7:0] pipe_exp;
	reg [35:0] pipe_prod;
	always @(posedge clk_pll)
	begin
		pipe_sign <= in_1_sign ^ in_2_sign;
		pipe_prod <= in_1_fraction * in_2_fraction;
		pipe_exp <= fp_exp_adder_out;
	end
	always @(*)
	begin
		fp_exp_adder_in = in_1_exp;
		fp_exp_adder_change = in_2_exp;
	end
	reg [7 : 0] fp_exp_sub_adder_in;
	reg [7 : 0] fp_exp_sub_adder_change;
	wire [7 : 0] fp_exp_sub_adder_out;
	FPExpAdder fp_exp_sub_adder (
		.in(fp_exp_sub_adder_in),
		.change(fp_exp_sub_adder_change),
		.out(fp_exp_sub_adder_out)
	);
	always @(*)
	begin
		out_sign = pipe_sign;
		fp_exp_sub_adder_in = pipe_exp;
		if(pipe_prod[35])
		begin
			fp_exp_sub_adder_change = 0;
			out_fraction = pipe_prod[35:18];
		end
		else
		begin
			fp_exp_sub_adder_change = -1;
			out_fraction = pipe_prod[34:17];
		end
		out_exp = fp_exp_sub_adder_out;
	end
endmodule
`timescale 1ns / 1ps
module PipeReg
#(parameter num_of_pipes = 2, num_of_bits = 27)( 
	input wire [num_of_bits - 1 : 0] in,
	input wire clk_pll,
	output wire [num_of_bits - 1 : 0] out
    );
	reg [num_of_bits - 1 : 0] pipe [num_of_pipes - 1 : 0];
	integer i;
	always @(posedge clk_pll)
	begin
		pipe [0] <= in;
		for(i = 1; i < num_of_pipes; i = i + 1)
		begin
			pipe[i]  <= pipe[i - 1];
		end
	end
	assign out = pipe[num_of_pipes - 1];
endmodule
`timescale 1ns / 1ps
module USBController (
	input wire clk_pll,
	input wire reset_n,
	input wire [7:0] FIFO_output_data,
	input wire FIFO_empty,
	input wire FIFO_full,
	output wire FIFO_pop_data,
	output wire [7:0] FIFO_input_data,
	output wire FIFO_push_data
	);
	wire [63:0] data_packer_out;
	wire data_packer_output_valid;
	DataPacker data_packer(
		.clk_pll(clk_pll),
		.reset_n(reset_n),
		.FIFO_output_data(FIFO_output_data),
		.FIFO_empty(FIFO_empty),
		.FIFO_pop_data(FIFO_pop_data),
		.out(data_packer_out),
		.output_valid(data_packer_output_valid)
	);
	wire [31:0] data_unpacker_data;
	wire data_packer_output_valid_pipe;
	FloatingPointMultiplier fp_mul(
		.in_1(data_packer_out[26:0]),
		.in_2(data_packer_out[58:32]),
		.clk_pll(clk_pll),
		.out(data_unpacker_data[26:0])
	);
	PipeReg #(.num_of_pipes(1), .num_of_bits(1)) pipe_reg(
		.in(data_packer_output_valid),
		.clk_pll(clk_pll),
		.out(data_packer_output_valid_pipe)
	);
	DataUnpacker data_unpacker(
		.clk_pll(clk_pll),
		.reset_n(reset_n),
		.data(data_unpacker_data),
		.data_valid(data_packer_output_valid_pipe),  
		.FIFO_input_data(FIFO_input_data),
		.FIFO_push_data(FIFO_push_data)
	);
endmodule
==> ./run.sh <==
#!/bin/bash
# OpenROAD 26Q1-2900-gdf79404cd8, Yosys 0.63+post, stock flow scripts
make -C /OpenROAD-flow-scripts/flow DESIGN_CONFIG=/design/flow/config.mk WORK_HOME=/design/flow/orfs finish
==> ./config.mk <==
export PLATFORM = sky130hd
export DESIGN_NAME = USBController
export DESIGN_NICKNAME = USBController
export VERILOG_FILES = /design/flow/design.v
export SDC_FILE = /design/flow/constraint.sdc
export NUM_CORES = 4
export LEC_CHECK = 1
export CORE_UTILIZATION = 50
==> ./constraint.sdc <==
current_design USBController

set clk_period 8.2
set clk_io_pct 0.2

create_clock -name clk0 -period $clk_period [get_ports {clk_pll}]

set non_clock_inputs [all_inputs -no_clocks]
set_input_delay [expr $clk_period * $clk_io_pct] -clock clk0 $non_clock_inputs
set_output_delay [expr $clk_period * $clk_io_pct] -clock clk0 [all_outputs]
==> run summary <==
yosys + openroad results -> status=finished clean, top_reg_cell synth=edfxtp_1, drt drc=0, worst IR drop on VDD=0.122 mV, Root Driver=clkbuf_16, Async SR Flop Fraction=0, biggest regs=data_packer.input_buffer: 54 flops, data_unpacker.buffer: 27 flops, fp_mul.pipe_prod: 19 flops, clock skew=between 0.015 and 0.02 ns, Worst R2R Setup Slack=approximately 1.8 ns, clk latency of the worst-skew pair=0.42 ns, area share, top type=0.334, 1st-iter DRT viols=462, overall routing resource usage=0.255, Die X=~180 um, H-tree depth=4, Reg2Reg Depth=20, most frequent cell after synthesis=inv_1, stage-log warning count=31, ANT cells=0, # Cells Yosys=1517, WL/cell=17.4 um, Least-Margin Pin Slew=a little under 1 ns, Distinct lib cells used=71, Clock Path Buffers=2, Max Fclk=0.155 GHz, Hold Crit Class=register to register, min cycle time layout=6.43 ns, Worst Setup Start Kind=register, post-synth tally of flip-flops with integrated enable=around 89, biggest area cells=fa_1 33%, edfxtp_1 17%, ha_1 11%, Worst Setup EP=fp_mul.pipe_prod[34]$_DFF_P_, ANT nets after route=0, Required @ worst endpoint=roughly 8.5 ns, total grt overflow=0, WL final=33500 um, FP Util=0.513, Synth Cell Area=15300 um2, post-CTS setup buffer count=0, fin crit share=0.784, cell taking the most area after synthesis=fa_1, Max Cap Violations=0, first-pass GRT wire length=56200 um, crit-path max FO=18, Die ar.=31400 um2, largest net degree at the start of global routing=28, crit end category=register, DP Area=15900 um2, R2R Path Start=data_packer.input_buffer[0][7]$_DFFE_PP_, synth warn=12, layout cells sized above 1=0.0646, post-route cell area=16500 um2, max FFs per register=54, row count=63, Die Ht=177 um, DRT Pass-1 Iters=5, Fill cells=2558, fin. max-slew vios=0, vias in the first global route=10713, Hold Vio Cnt, Final=0, Worst setup startpoint=data_packer.input_buffer[0][7]$_DFFE_PP_, P&R area growth vs syn=7.80%, flops & latches, synth=126, Setup TNS Final=0 ns, Comb area=10500 um2, Worst-path clk slew=~0.06 ns, initial antenna violation count=0, # hold bufs at CTS=0, Seq share, synth=0.223, clock sinks=126, post-CTS sizing=0, Core Area=29900 um2, Post-synth top cells=315 x inv_1, 256 x fa_1, 218 x nand2_1, 140 x and2_1, 131 x ha_1, worst reg2reg path endpoint=fp_mul.pipe_prod[34]$_DFF_P_, endpoints failing setup=0, max_slew headroom=0.359, Arr. time, crit path=6.71 ns, Leakage=a little under 0.008 uW, WS Path Type=register to register, Via-to-Cell Ratio=5.15, Avg Cell Area, Syn=10.1 um2, RSZ-0062 raised after global routing=no, Largest Register=data_packer.input_buffer, Hold WS=between 0.4 and 0.5 ns, Reg area=between 3000 and 4000 um2, Mapped Cells=1517, TritonCTS Buffers=17, yosys stat chip area=between 15000 and 20000 um2, dpl hpwl=25200 um, CTS tree=yes, io pins=22, global placer's final weighted congestion=0.906, Pwr Density=roughly 180 nW/um2, Port Buffers=20, vias=9905
[how the worst min path moves through the flow]
stage,start,endpoint,cells past startpoint
4_1_cts,data_packer.input_buffer[3][2]$_DFFE_PP_,fp_mul.pipe_sign$_DFF_P_,1
5_1_grt,data_packer.input_buffer[3][2]$_DFFE_PP_,fp_mul.pipe_sign$_DFF_P_,1
6_report,data_packer.input_buffer[3][2]$_DFFE_PP_,fp_mul.pipe_sign$_DFF_P_,1
[area by class of cell]
type / count / share of cell area
repair buffers: 43 / 0.0226
flip-flops and latches: 126 / 0.207
inverters: 315 / 0.0715
multi-input cells: 1016 / 0.634
well taps: 390 / 0.0295
clock buffers: 17 / 0.0257
clock inverters: 15 / 0.00977
[where the power goes]
part           internal [uW]  total, uW  switching (uW)  leakage [uW]
combinational            643       1500             857       0.00648
clock                    452        744             292      0.000282
sequential               749        776            27.3       0.00111
total                   1840       3020            1180       0.00787
[cells by family after synthesis]
family | share of synthesized area
and+or+nand+nor | 0.138
adders and majority gates | 0.441
buffers and inverters | 0.0935
AOI/OAI and AO/OA | 0.0688
DFF | 0.223
xor gates and xnor gates | 0.0176
muxes | 0.0177
[layout by cell type (no fill, tap or decap), types with 18 or more instances in the layout]
cell / count
ha_1: 131
a21oi_1: 36
nand2_1: 218
clkdlybuf4s50_1: 20
and2_1: 140
nor2_1: 18
inv_1: 315
a21o_1: 21
fa_1: 256
dfxtp_1: 37
o21ai_0: 18
buf_4: 23
edfxtp_1: 89
[routing by layer]
metal | part of all wire | up-vias | GRT usage
li1 | - | 4706 | -
met1 | 0.45 | 4809 | 0.403
met4 | 0.014 | 0 | 0.0284
met3 | 0.11 | 36 | 0.125
met2 | 0.42 | 354 | 0.353
met5 | 0 | - | 0
[critical path, stage by stage, from the launching register on]
cell and delay [ns]:
edfxtp_1 0.89, nand2_1 0.18, fa_1 0.57, inv_1 0.05, fa_1 0.49, inv_1 0.05
fa_1 0.55, inv_1 0.06, fa_1 0.45, fa_1 0.49, inv_1 0.05, fa_1 0.53
inv_1 0.06, ha_1 0.38, nand4_1 0.17, or3_1 0.41, nor3_2 0.14, a21oi_1 0.09
a221o_1 0.40, or4b_1 0.19, o311ai_1 0.09
[per-stage QoR]
stage	total power, uW	instances	setup WS [ns]	util
2_1_floorplan	1970	1517	2.43	-
3_3_place_gp	2290	1890	1.81	0.534
3_5_place_dp	2280	1890	1.78	0.534
4_1_cts	3040	1922	1.76	0.553
5_1_grt	3290	1922	1.41	0.553
6_report	3020	1922	1.77	0.553
Power and IR drop assume default switching activity.
